## /design/flow/run.sh

```bash
#!/bin/bash
# OpenROAD 26Q1-2900-gdf79404cd8, Yosys 0.63+post, stock flow scripts
make -C /OpenROAD-flow-scripts/flow DESIGN_CONFIG=/design/flow/config.mk WORK_HOME=/design/flow/orfs finish
```

## /design/flow/config.mk

```make
export PLATFORM = sky130hd
export DESIGN_NAME = msc_slave_spi
export DESIGN_NICKNAME = msc_slave_spi
export VERILOG_FILES = /design/flow/design.v
export SDC_FILE = /design/flow/constraint.sdc
export NUM_CORES = 4
export LEC_CHECK = 1
export CORE_AREA = 10 10 108 108
export DIE_AREA = 0 0 118 118
```

## /design/flow/constraint.sdc

```tcl
current_design msc_slave_spi

set clk_period 4.2
set clk_io_pct 0.2

create_clock -name clk0 -period $clk_period [get_ports {clk}]

set non_clock_inputs [all_inputs -no_clocks]
set_input_delay [expr $clk_period * $clk_io_pct] -clock clk0 $non_clock_inputs
set_output_delay [expr $clk_period * $clk_io_pct] -clock clk0 [all_outputs]
```

## /design/flow/design.v

```verilog
`timescale  1 ps / 1 ps
module msc_slave_spi (
          rstb,                
          clk,                 
          xfer_len,            
          busy,                 
          rd_data,             
          spi_csb,             
          spi_clk,             
          spi_din,             
          spi_dout,            
			 wr_data,
			 Addressn_Data,
			 Command_Format_Error,
			 Command_Format_Interrupt,
			 Command_Encoding_Interrupt,
			 Reset_All_Errors
       );
input rstb; 
input clk;
input [3:0] xfer_len;         
input [7:0] wr_data;   
input spi_csb;
input spi_clk;
input spi_din; 
input Reset_All_Errors;
input Command_Encoding_Interrupt;
output reg busy; 
output reg[7:0] rd_data;         
output reg Addressn_Data;  
output reg Command_Format_Error;
output reg Command_Format_Interrupt;
output spi_dout;       
reg spi_din_s, spi_din_s1;
reg spi_clk_s, spi_clk_s1, spi_clk_s2, spi_clk_der, spi_clk_n_der;
reg spi_csb_s, spi_csb_s1;
reg Transaction_Counter;
always @ (posedge clk or negedge rstb)
begin
	if(!rstb) 
	begin  
		spi_din_s1 <= 1'b0;
		spi_din_s <= 1'b0;		
	end 
	else 
	begin
      spi_din_s1 <= spi_din;
		spi_din_s <= spi_din_s1;
   end
end
always @ (posedge clk or negedge rstb)
begin
	if(!rstb) 
	begin  
		spi_clk_s1 <= 1'b0;
		spi_clk_s2 <= 1'b0;
		spi_clk_s <= 1'b0;	
		spi_clk_der <= 1'b0;
		spi_clk_n_der <= 1'b0;
	end 
	else 
	begin
      spi_clk_s1 <= spi_clk;
		spi_clk_s2 <= spi_clk_s1;
		spi_clk_s <= spi_clk_s2;
		spi_clk_der <= spi_clk_s2 & (~spi_clk_s);
		spi_clk_n_der <= spi_clk_s & (~spi_clk_s2);
   end
end
always @ (posedge clk or negedge rstb)
begin
	if(!rstb) 
	begin  
		spi_csb_s1 <= 1'b0;
		spi_csb_s <= 1'b0;		
	end 
	else 
	begin
      spi_csb_s1 <= spi_csb;
		spi_csb_s <= spi_csb_s1;
   end
end
reg [7:0] shift_in;
reg [2:0] xfercount;
always @(posedge clk or negedge rstb)
   begin
      if (!rstb) 
			begin
				shift_in <= 8'h0;
				rd_data <= 8'h0;
				xfercount <= 3'h0;
				busy <= 1'b0;
				Addressn_Data <= 1'b0;
				Transaction_Counter <= 1'b0;
				Command_Format_Error <= 1'b0;
				Command_Format_Interrupt <= 1'b0;
			end 
		else 
			begin
				if (spi_csb_s) 
					begin
						shift_in <= 8'h0;
						busy <= 1'b0;
						if (Reset_All_Errors) begin Command_Format_Error <= 1'b0; end
						if (Command_Encoding_Interrupt)
							begin
								rd_data <= 8'h0;
								xfercount <= 3'h0;
								Addressn_Data <= 1'b0;
								Transaction_Counter <= 1'b0;
							end
						if (xfercount > 0) 
							begin 
								xfercount <= 3'h0;
								Transaction_Counter <= 1'b0;
								Command_Format_Error <= 1'b1;
								Command_Format_Interrupt <= 1'b1;
							end
						else begin Command_Format_Interrupt <= 1'b0; end
					end 
				else 
					begin
						if (spi_clk_der) 
							begin
								if (xfercount == (xfer_len-1)) 
								begin
									rd_data <= {shift_in[6:0], spi_din_s};
									xfercount <= 3'h0;
									Transaction_Counter <= ~Transaction_Counter;
								end
								else 
									begin
										if (Transaction_Counter) begin Addressn_Data <= 1'b1; end
										else begin Addressn_Data <= 1'b0; end
										shift_in <= {shift_in[6:0], spi_din_s};
										xfercount <= xfercount + 3'h1;
										busy <= 1'b1;
									end
							end
					end
			end
   end
reg [7:0] shift_out;
always @(posedge clk or negedge rstb)
   begin
      if (!rstb) begin
         shift_out <= 8'h0;
      end 
		else begin
         if (spi_csb_s) begin
            shift_out <= wr_data; 
         end 
			else if (spi_clk_n_der) begin 
            shift_out <= shift_out << 1;
         end
      end
   end
assign spi_dout = shift_out[7];
endmodule
```

==> notes.md <==
Physical implementation status

The flow measured a signed area growth from synthesis to layout of 28.5%. The slew at the pin closest to its max-slew limit stands at ~0.52 ns. Internal power comes to 754 µW.

The worst hold path was traced through 0 stages. The clock input transition at the sequential cells of the worst setup and hold paths stands at 0.08 ns. The via count of the first global-routing pass stands at ~1400. The peak supply drop stands at ~0.13 mV. As reported, the later end of the worst-skew pair has a clock insertion delay of a little under 0.3 ns. STA classifies the critical path startpoint as an input port. The maximum fanout along the worst path stands at 14. The final total power stands at ~1100 µW. The setup check on the worst reg-to-reg path leaves a slack of ~2.4 ns. The launch point of the worst min-delay path is recorded as spi_csb_s1.

The number of hold buffers added after CTS was 0. The peak clock frequency supported by timing stands at about 370 MHz. The worst setup path is of the in -> reg kind. The worst setup path is captured at a flip-flop. The flip-flop and latch count after synthesis stands at 40. The final global-route overflow total stands at 0. Antenna repair during routing inserted a diode count of 0. The count of warning messages emitted by the tools stands at 26. The wire length reported by the detailed router stands at roughly 4200 µm. After layout, the setup clock skew is reported as between 0.006 and 0.007 ns. The count of warnings emitted by yosys stands at 1.

On the worst path, the slowest cell contributes a delay of 0.53 ns. Sequential cells burn about half of the power. After synthesis, the mean cell area works out to 10.8 µm². The total power divided by cell area stands at 448 nW/µm². The launch point of the worst register-to-register path is recorded as xfercount[2]. Post-route period utilization is reported as between 60% and 70%.

Prior to clock tree synthesis, the placed netlist has a worst setup slack of around 1.2 ns. Summing all multi-input logic gate instances after layout gives 786 µm². As logged by OpenROAD, the buffers inserted on ports number 31. In this run the core area contains 35 standard-cell rows. Checking max transition, the worst relative margin is between 60 and 70%.

The chip area estimate from yosys synthesis stands at roughly 1900 µm². The share of total power in combinational logic stands at between 20% and 30%. The sequential cell area in the final layout stands at about 1000 µm². Hold timing on the final database bottoms out at a slack of about 0.34 ns. Counting pins that exceed their max-slew limit in the final report gives 0. The async set-or-reset flop fraction in the synthesized netlist stands at 100%. In the final routed layout, each cell accounts on average for ~13 µm. The number of buffers on the longest clock path stands at 2. The run finished with clean final reports. The script extracted a net switching power of 318 µW. For reference, the top cells by count after synthesis are sky130_fd_sc_hd__dfrtp_1, sky130_fd_sc_hd__nand2_1, sky130_fd_sc_hd__mux2i_1, sky130_fd_sc_hd__o311ai_1, sky130_fd_sc_hd__o21ai_0. The count of instantiated cells in the yosys netlist stands at 173.

The number of DRC violations after detailed routing stands at 0. Before antenna repair, the detailed router went through 4 iterations. The critical path starts at xfer_len[0]. The number of I/O pins stands at 32.

TritonCTS built the clock tree. Setup repair after global routing left no endpoint under its margin. The clock period minus worst slack stands at 2.72 ns. Per the CTS log, the maximum H-tree level is 2.

The part of the Yosys area used for sequential elements stands at 53.8%. The main area contributors are sky130_fd_sc_hd__dfrtp_1, sky130_fd_sc_hd__mux2i_1, sky130_fd_sc_hd__o311ai_1, sky130_fd_sc_hd__nand2_1, sky130_fd_sc_hd__o21ai_0. The endpoint identified for the worst register-to-register timing path is shift_in[5]. The end-of-flow timing check tallies setup violations at 0.

The pin count of the biggest net entering global routing stands at about 40. The vertical extent of the die stands at 118 µm. The horizontal die dimension stands at 118 µm. The hold violation count in the final report stands at 0.

Summing every instance area after synthesis gives between 1500 and 2000 µm². The cell type that accounts for the most area after synthesis is sky130_fd_sc_hd__dfrtp_1. The final timing report gives a worst setup slack of approximately 1.5 ns. The share of power burned in the clock network stands at between 20% and 30%. The detailed placer's ending HPWL stands at 2920 µm. The synthesis report names the predominant flop master as sky130_fd_sc_hd__dfrtp_1. The summed negative setup slack over all endpoints stands at 0 ns. The number of distinct standard cells referenced by the synthesized netlist stands at 35. The die covers about 14000 µm².

Post-CTS repair changed the size of 0 cells. The area of the placeable core stands at between 9000 and 10000 µm². The number of buffers added by the clock tree synthesis step stands at 5. Per the breakdown, switching nets consume 29.6% of all power.

The via density per instance stands at 4.24. The placer's final routability congestion estimate stands at approximately 0.81. The synthesized instance count stands at roughly 170. The number of cells on the worst reg-to-reg path stands at 4. The post-route antenna net violation count stands at 0. Per the detail_route report, the via count comes to approximately 1400. The core utilization at floorplan stands at roughly a fifth.

The initial antenna violation count came to 1. Per STA, the worst path is made up of clkdlybuf4s50_1, inv_1, ha_1, xor2_1, o211ai_1, buf_4, o31a_1, o21a_1. The required time of the critical path stands at between 4 and 5 ns. For hold timing, the worst endpoint is spi_csb_s.

The number of buffers inserted to repair setup after CTS stands at 0. Global routing used approximately 6% of the available tracks across all layers. The tree built by TritonCTS fans out to 40 sinks.

The count of flip-flops with a built-in enable after synthesis stands at 0. The static leakage power stands at 0.000971 µW. The layout cell share with drive strength beyond 1 stands at 6.34%. sky130_fd_sc_hd__dfrtp_1 is the most common cell in the netlist. The number of max-capacitance violations reported stands at 0. The fill cell instance count of the final layout stands at ~1000. The area share of the largest cell type after synthesis stands at between 50% and 60%. The timing report shows that the slowest cell on the worst path is sky130_fd_sc_hd__clkdlybuf4s50_1.

Checking hold timing, the worst path is listed with class reg -> reg. Clock tree synthesis selected as its root buffer the cell sky130_fd_sc_hd__clkbuf_8. The first global-routing pass estimated ~7300 µm of wire. The endpoint arrival time on the critical path stands at a little under 3 ns. Per the log, the first TritonRoute iteration ended with a DRC count of ~53.
power by group through the flow:
stage         combinational (µW)  clock, µW  sequential, µW
finish                       313        241             517
global route                 357        271             530
CTS                          322        254             519
cells by family after synthesis:
logic type | share of synthesized area, %
muxes | 8.07
AOI/OAI and AO/OA | 16.9
DFF | 53.8
buffers and inverters | 3.97
adders and majority gates | 2.02
and+or+nand+nor | 12.9
xor gates and xnor gates | 2.35
metal layers:
layer / wire length [µm] / up-vias / track usage, %
met5: 13 / - / 0
met4: 85 / 2 / 1.16
met3: 255 / 7 / 2.09
met2: 1880 / 34 / 9.02
met1: 1960 / 681 / 8.66
li1: - / 693 / -
flip-flops by register name (all words and copies together) (netlist names):
| register | cells |
|---|---|
| xfercount | 3 |
| shift_in | 7 |
| spi_din_s | 1 |
| Transaction_Counter | 1 |
| Command_Format_Interrupt | 1 |
| spi_clk_s | 1 |
| Command_Format_Error | 1 |
| spi_clk_der | 1 |
| spi_csb_s1 | 1 |
| shift_out | 8 |
| rd_data | 8 |
| spi_clk_s2 | 1 |
| spi_din_s1 | 1 |
| spi_clk_n_der | 1 |
| spi_csb_s | 1 |
| spi_clk_s1 | 1 |
| busy | 1 |
| Addressn_Data | 1 |
per-stage QoR:
step                instances  cell area, µm²  util, %
detailed placement        327            2310     24.9
finish                    334            2390     25.8
global route              334            2390     25.8
global placement          327            2310     24.9
CTS                       334            2390     25.8
floorplan                 173            1860        -
layout by cell type, fill, tap and decap left out, types with 2 or more instances in the layout:
master / Yosys / layout
sky130_fd_sc_hd__a21oi_1: 3 / 3
sky130_fd_sc_hd__and3_1: 2 / 2
sky130_fd_sc_hd__buf_4: 0 / 5
sky130_fd_sc_hd__clkbuf_8: 0 / 5
sky130_fd_sc_hd__clkdlybuf4s50_1: 0 / 30
sky130_fd_sc_hd__dfrtp_1: 40 / 40
sky130_fd_sc_hd__ha_1: 3 / 3
sky130_fd_sc_hd__inv_1: 5 / 5
sky130_fd_sc_hd__mux2i_1: 15 / 15
sky130_fd_sc_hd__nand2_1: 27 / 27
sky130_fd_sc_hd__nand2b_1: 2 / 2
sky130_fd_sc_hd__nand3_1: 4 / 4
sky130_fd_sc_hd__nand3b_1: 3 / 3
sky130_fd_sc_hd__nor2_1: 2 / 2
sky130_fd_sc_hd__nor2b_1: 4 / 4
sky130_fd_sc_hd__nor3_1: 3 / 3
sky130_fd_sc_hd__o211ai_1: 2 / 2
sky130_fd_sc_hd__o21ai_0: 10 / 10
sky130_fd_sc_hd__o311ai_0: 2 / 2
sky130_fd_sc_hd__o311ai_1: 15 / 15
sky130_fd_sc_hd__o31ai_1: 4 / 4
sky130_fd_sc_hd__xnor2_1: 2 / 2
sky130_fd_sc_hd__xor2_1: 3 / 3
how the worst max path moves through the flow:
stage | cells after the start | end
global route | 8 | shift_in[6]
CTS | 8 | busy
finish | 8 | busy
final cells by class:
cell class	instances	share of cell area [%]
well taps	129	6.75
repair buffers	36	14.3
clock inverters	1	0.209
clock buffers	6	3.04
inverters	6	0.942
multi-input cells	116	32.9
flip-flops and latches	40	41.9
worst max-delay path, delay by kind of cell:
kind,cells,cell delay (ns)
buffers and inverters,3,0.79
AND-OR/OR-AND,3,0.75
adder cells (fa/ha/maj),1,0.30
XOR/XNOR,1,0.20
No activity file was given, so power comes from the tool's default toggle rates.
