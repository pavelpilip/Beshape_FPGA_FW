[flow/run.sh]
#!/bin/bash
# OpenROAD 26Q1-2900-gdf79404cd8, Yosys 0.63+post, stock flow scripts
make -C /OpenROAD-flow-scripts/flow DESIGN_CONFIG=/design/flow/config.mk WORK_HOME=/design/flow/orfs finish
[flow/config.mk]
export PLATFORM = sky130hd
export DESIGN_NAME = pulser
export DESIGN_NICKNAME = pulser
export VERILOG_FILES = /design/flow/design.v
export SDC_FILE = /design/flow/constraint.sdc
export NUM_CORES = 4
export LEC_CHECK = 1
export CORE_AREA = 10 10 86 86
export DIE_AREA = 0 0 96 96
[flow/constraint.sdc]
current_design pulser

set clk_period 2.9
set clk_io_pct 0.2

create_clock -name clk0 -period $clk_period [get_ports {clk}]

set non_clock_inputs [all_inputs -no_clocks]
set_input_delay [expr $clk_period * $clk_io_pct] -clock clk0 $non_clock_inputs
set_output_delay [expr $clk_period * $clk_io_pct] -clock clk0 [all_outputs]
[flow/design.v]
`timescale 1 ns / 1 ns 
module pulser(
	clk,
	reset_n,
	Pulser_Enable_Out,
	Pulse_Control_Out,
	Pulser_Set_Out,
	Tissue_Temperature_Measure,
	Pulser_IC_Error,
	Reset_All_Errors,
	Out_Pulse_Measure
   );
output reg Pulser_Enable_Out;
output reg Pulse_Control_Out;
output reg Pulser_Set_Out;
output reg Pulser_IC_Error;
input clk;
input reset_n;	
input Tissue_Temperature_Measure;
input Reset_All_Errors;
input Out_Pulse_Measure;
reg [11:0] Pulse_Width_Counter;
reg [2:0] state;
reg Tissue_Temperature_Measure_d;
reg Tissue_Temperature_Measure_dd;
reg Tissue_Temperature_Measure_der;
parameter Pulse_High_Duration = 12'h3;  
parameter Pulse_Low_Duration = 12'h960;  
parameter IDLE = 3'h0, PULSE_WIDTH_DELAY = 3'h1, PULSE_PERIOD_DELAY = 3'h2, DELAY_ONE_CLOCK = 3'h3, VALIDATE_PULSE_OUT = 3'h4;
always @ (posedge clk or negedge reset_n)
begin
	if(!reset_n) begin  
		Tissue_Temperature_Measure_d <= 1'b0;
		Tissue_Temperature_Measure_dd <= 1'b0;
		Tissue_Temperature_Measure_der <= 1'b0;			
	end 
	else begin
		Tissue_Temperature_Measure_d <= Tissue_Temperature_Measure;
		Tissue_Temperature_Measure_dd <= Tissue_Temperature_Measure_d;
		Tissue_Temperature_Measure_der <= (~Tissue_Temperature_Measure_dd) && Tissue_Temperature_Measure_d;
	end
end		
always @ (posedge clk or negedge reset_n)
begin
	if(!reset_n) begin
		Pulse_Width_Counter <= 12'h0;	
		Pulser_Enable_Out <= 1'b0;
		state <= IDLE;
		Pulse_Control_Out <= 1'b0;	
		Pulser_Set_Out <= 1'b0;		
		Pulser_IC_Error <= 1'b0;
	end 
	else begin
		if (Reset_All_Errors) begin Pulser_IC_Error <= 1'b0; end
		case(state) 
			IDLE: 	        
				begin
					if ((Tissue_Temperature_Measure_der) && (!Pulser_IC_Error))
						begin
							Pulse_Control_Out <= 1'b1;
							state <= DELAY_ONE_CLOCK;
						end
					Pulser_Enable_Out <= 1'b1;
					Pulse_Width_Counter <= 12'h0;
					Pulser_Set_Out <= 1'b1;		
				end
			DELAY_ONE_CLOCK: 	        
				begin
					Pulse_Width_Counter <= Pulse_Width_Counter + 12'h1;
					state <= VALIDATE_PULSE_OUT;
				end
			VALIDATE_PULSE_OUT: 	        
				begin
						Pulse_Width_Counter <= Pulse_Width_Counter + 12'h1;
						state <= PULSE_WIDTH_DELAY; 
				end
			PULSE_WIDTH_DELAY:  	        
				begin
					if (Pulse_Width_Counter == Pulse_High_Duration)
						begin
							state <= PULSE_PERIOD_DELAY;
							Pulse_Control_Out <= 1'b0;
						end
					else begin Pulse_Width_Counter <= Pulse_Width_Counter + 12'h1; end
				end
			PULSE_PERIOD_DELAY:  	        
				begin
					if (Pulse_Width_Counter == Pulse_Low_Duration)
						begin
							state <= IDLE;
							Pulse_Control_Out <= 1'b0;
							Pulse_Width_Counter <= 12'h0;
						end
					else 
						Pulse_Width_Counter <= Pulse_Width_Counter + 12'h1;
				end
			default:
				begin
				end
		endcase
	end
end		
endmodule
==> flow_metrics.env <==
# flow metrics
export IMPL_grtUsageTotal_pct=4.95
export IMPL_io_buffers=5
export IMPL_wl_per_cell_um=11.2
export IMPL_crit_path_start_kind="flop"
export IMPL_drv_slew=0
export IMPL_power_density_nw_per_um2=448
export IMPL_clock_skew_ps=2.94
export IMPL_cp_arrival_ps=2240
export IMPL_startpoint="Pulse_Width_Counter[9]"
export IMPL_synth_cells=116
export IMPL_drive_gt1_share_pct=11.3
export IMPL_crit_path_end_kind="flop"
export IMPL_grt_pass1_wl_mm=3.85
export IMPL_rows=27
export IMPL_worstSetupPathType="flop to flop"
export IMPL_endpoint="Pulse_Width_Counter[9]"
export IMPL_drt_wl_total_mm=2.19
export IMPL_ys_types=38
export IMPL_r2r_end="Pulse_Width_Counter[9]"
export IMPL_grt_pass1_vias=858
export IMPL_cts_resized_gates=0
export IMPL_drcViolationCount=0
export IMPL_hold_class="flop to flop"
export IMPL_synthTopLogicFamily="simple AND/OR/NAND/NOR gates"
export IMPL_ys_flops=22
export IMPL_yosysWarnings=1
export IMPL_numCtsBuffers=3
export IMPL_finalHoldWorstSlack_ps=378
export IMPL_mostFrequentLayoutCell="dfrtp_1"
export IMPL_synthArstFlopShare_pct=100
export IMPL_tns_ps=0
export IMPL_cts_root_buf="clkbuf_8"
export IMPL_core_area_sq_um=5540
export IMPL_vias_per_cell=4.62
export IMPL_edf_count=0
export IMPL_ant_nets=0
export IMPL_logic_area_sq_um=546
export IMPL_yosys_area_share_simple_pct=23.1
export IMPL_n_fill_cell=591
export IMPL_adder_share_pct=2.18
export IMPL_ys_cells=116
export IMPL_dieArea_sq_um=9220
export IMPL_clk_pin_slew_ps=80
export IMPL_clockBufferDepth=2
export IMPL_max_freq_mhz=477
export IMPL_routed_top_layer="met4"
export IMPL_mux_share_pct=0.871
export IMPL_required_ps=3040
export IMPL_lay_top_cells="dfrtp_1, nor2_1, nand2_1"
export IMPL_ff2ff_path_depth=4
export IMPL_dr_wl_met3_um=96
export IMPL_fp_utilization_pct=20.8
export IMPL_syn_area_sq_um=1150
export IMPL_holdBufCountCts=0
export IMPL_setup_viol=0
export IMPL_r2r_setup_slack_ps=800
export IMPL_htree_levels=1
export IMPL_peakVddDrop_mv=0.242
export IMPL_cts_tree="built"
export IMPL_xor_area_share_pct=3.81
export IMPL_tightest_slew_ps=699
export IMPL_via_count=905
export IMPL_dominantRegCellSynth="dfrtp_1"
export IMPL_power_leakage_nw=0.561
export IMPL_antenna_cells=0
export IMPL_antenna_found_initial=0
export IMPL_dieWidth_um=96
export IMPL_grt_overflow_total=0
export IMPL_gp_congestion=0.841
export IMPL_die_h_um=96
export IMPL_outcome="finished clean"
export IMPL_place_ws_ps=826
export IMPL_io_pins=9
export IMPL_area_growth_pct=17.4
export IMPL_reg2reg_from="Pulse_Width_Counter[9]"
export IMPL_worstSkewPairLatency_ps=260
export IMPL_flop_area_sq_um=552
export IMPL_syn_area_per_cell_sq_um=9.91
export IMPL_maxSlewHeadroom_pct=53.0
export IMPL_cp_max_fo=10
export IMPL_drt_pass1_iter_count=4
export IMPL_rsz0062_at_grt="no"
export IMPL_maxCapViolCount=0
export IMPL_aoi_share_pct=17.2
export IMPL_drtIter0Drc=47
export IMPL_yosysSeqAreaShare_pct=48.0
export IMPL_warnings=28
export IMPL_post_route_period_util_pct=72.3
export IMPL_met1Wirelength_mm=1.06
export IMPL_clock_sinks=22
export IMPL_grt_max_degree=23
export IMPL_min_period_ps=2100
export IMPL_cts_setup_buffers=0
export IMPL_route_met2_wl_mm=1.00
export IMPL_dpl_hpwl_mm=1.59
export IMPL_setup_slack_ps=803
export IMPL_hold_viol=0
export IMPL_ys_area_sq_um=1150
[stage by stage]
| step | utilization (%) | power [mW] | instance area, sq um | cells |
|---|---|---|---|---|
| floorplan | - | 0.318 | 1150 | 116 |
| global placement | 23.1 | 0.327 | 1280 | 192 |
| detailed placement | 23.1 | 0.327 | 1280 | 192 |
| CTS | 24.4 | 0.613 | 1350 | 196 |
| global route | 24.4 | 0.624 | 1350 | 196 |
| finish | 24.4 | 0.605 | 1350 | 196 |
[report_power, final]
part	switching (mW)	internal [mW]
logic	0.00617	0.00408
clock network	0.101	0.184
registers	0.000989	0.309
total	0.108	0.497
[routing by layer]
metal / vias up / GRT usage [%]
met5: - / 0
met4: 0 / 0.983
met3: 2 / 0.629
met2: 23 / 8.02
met1: 438 / 6.98
li1: 442 / -
[sequential cells by signal, indices dropped and copies added (netlist names)]
register,count
Pulse_Control_Out,1
Pulse_Width_Counter,12
Pulser_Enable_Out,1
Tissue_Temperature_Measure_d,1
Tissue_Temperature_Measure_dd,1
Tissue_Temperature_Measure_der,1
state,5
[cell usage after synthesis (all sizes together) (3+ instances only)]
cell,n,share of area (%)
buf,3,2.3
nand4,7,3.8
dfrtp,21,46
nand2,9,2.9
inv,7,2.3
or3,3,1.6
a21oi,9,4.9
o21ai,3,1.3
nand3,3,1.3
a2111oi,3,2.3
xnor2,5,3.8
nor2,11,3.6
or4,3,2.3
[worst min path at each step]
stage	from	to	cells after the start
CTS	Tissue_Temperature_Measure_d	Tissue_Temperature_Measure_dd	0
finish	Tissue_Temperature_Measure_d	Tissue_Temperature_Measure_dd	0
global route	Tissue_Temperature_Measure_d	Tissue_Temperature_Measure_dd	0
[logic make-up (layout without fill, tap and decap cells)]
kind of cell               after synthesis  count (layout)
muxes                                    1               1
AOI/OAI and AO/OA                       27              27
buffers and inverters                   10              18
DFF                                     22              22
xor gates and xnor gates                 5               5
and+or+nand+nor                         48              48
adders and majority gates                2               2
other                                    1               1
[cell type report]
cell class                      count  area share [%]
Sequential cell                    22            40.9
Multi-Input combinational cell     84            40.4
Tap cell                           72            6.67
Timing Repair Buffer                7            4.82
Clock buffer                        3            3.06
Clock inverter                      1            2.22
Inverter                            7            1.95
[critical path, stage by stage (launching register included)]
cell and delay (ps):
dfrtp_1 440, or4_1 570, or4_4 560, a21oi_4 310
nor4_2 90
No activity file was given, so power comes from the tool's default toggle rates.
