**flow/design.v**
```verilog
`timescale 1 ns / 1 ns 
module restoration(
	clk,
	reset_n,
	Reset_All_Errors,
	Restorated_Pulse,
	Pulser_Trigger_Request,
	Pulse_Measurement_Done,
	Pulse_Propagation_Counter,
	Pulser_IC_Error,
	Tissue_Temperature_Measurement_Error_Flag
   );
output reg Pulse_Measurement_Done;
output reg [15:0] Pulse_Propagation_Counter;
output reg Tissue_Temperature_Measurement_Error_Flag;
input clk;
input reset_n;
input Restorated_Pulse;
input Pulser_Trigger_Request;
input Pulser_IC_Error;
input Reset_All_Errors;
reg Pulse_Counter_Enable;
reg Pulser_Trigger_Request_d;
reg Pulser_Trigger_Request_dd;
reg Pulser_Trigger_Request_der;
reg Restorated_Pulse_d;
reg Restorated_Pulse_dd;
reg Restorated_Pulse_der;		
always @ (posedge clk or negedge reset_n)
begin
	if(!reset_n) begin  
		Pulser_Trigger_Request_d <= 1'b0;
		Pulser_Trigger_Request_dd <= 1'b0;
		Pulser_Trigger_Request_der <= 1'b0;			
	end 
	else begin
		Pulser_Trigger_Request_d <= Pulser_Trigger_Request;
		Pulser_Trigger_Request_dd <= Pulser_Trigger_Request_d;
		Pulser_Trigger_Request_der <= (~Pulser_Trigger_Request_dd) && Pulser_Trigger_Request_d;
	end
end
always @ (posedge clk or negedge reset_n)
begin
	if(!reset_n) begin  
		Restorated_Pulse_d <= 1'b0;
		Restorated_Pulse_dd <= 1'b0;
		Restorated_Pulse_der <= 1'b0;			
	end 
	else begin
		Restorated_Pulse_d <= Restorated_Pulse;
		Restorated_Pulse_dd <= Restorated_Pulse_d;
		Restorated_Pulse_der <= (~Restorated_Pulse_dd) && Restorated_Pulse_d;
	end
end		
always @ (posedge clk or negedge reset_n)
begin
  if (!reset_n) 
	begin
		Pulse_Propagation_Counter <= 16'h0;	
		Pulse_Counter_Enable <= 1'b0;
		Pulse_Measurement_Done <= 1'b0;
		Tissue_Temperature_Measurement_Error_Flag <= 1'b0;
	end
  else 
	begin
		if (Reset_All_Errors) begin Tissue_Temperature_Measurement_Error_Flag <= 1'b0; end
		if (Pulser_Trigger_Request_der) 
			begin 
				Pulse_Propagation_Counter <= 16'h0;	
				Pulse_Counter_Enable <= 1'b1;
				Pulse_Measurement_Done <= 1'b0;	
			end
		else if (Pulser_IC_Error)
			begin
				Pulse_Counter_Enable <= 1'b0;
				Pulse_Measurement_Done <= 1'b0;
				Pulse_Propagation_Counter <= 16'h0;	
			end
		else if (Restorated_Pulse_der) 
			begin
				Pulse_Counter_Enable <= 1'b0;
				Pulse_Measurement_Done <= 1'b1;
			end
		if (Pulse_Counter_Enable) 
			begin
				if (Pulse_Propagation_Counter == 16'hFFFF)
					begin
						Pulse_Counter_Enable <= 1'b0;
						Pulse_Measurement_Done <= 1'b0;
						Pulse_Propagation_Counter <= 16'h0;
						Tissue_Temperature_Measurement_Error_Flag <= 1'b1;
					end
				else
					begin
						Pulse_Propagation_Counter <= Pulse_Propagation_Counter + 16'h1;
					end
			end
	end  		
end			
endmodule
```
**flow/run.sh**
```bash
#!/bin/bash
# OpenROAD 26Q1-2900-gdf79404cd8, Yosys 0.63+post, stock flow scripts
make -C /OpenROAD-flow-scripts/flow DESIGN_CONFIG=/design/flow/config.mk WORK_HOME=/design/flow/orfs finish
```
**flow/config.mk**
```make
export PLATFORM = sky130hd
export DESIGN_NAME = restoration
export DESIGN_NICKNAME = restoration
export VERILOG_FILES = /design/flow/design.v
export SDC_FILE = /design/flow/constraint.sdc
export NUM_CORES = 4
export LEC_CHECK = 1
export CORE_AREA = 10 10 89 89
export DIE_AREA = 0 0 99 99
```
**flow/constraint.sdc**
```tcl
current_design restoration

set clk_period 2.5
set clk_io_pct 0.2

create_clock -name clk0 -period $clk_period [get_ports {clk}]

set non_clock_inputs [all_inputs -no_clocks]
set_input_delay [expr $clk_period * $clk_io_pct] -clock clk0 $non_clock_inputs
set_output_delay [expr $clk_period * $clk_io_pct] -clock clk0 [all_outputs]
```
==> impl_metrics.tcl <==
# implementation run metrics
set metrics [dict create \
    critical_path_cell_count 6 \
    crit_path_end_kind "flip-flop" \
    swShare_pct 26.6 \
    power_frac_clock_pct 29.6 \
    rsz0062_at_grt "false" \
    slew_headroom_pct 65.6 \
    diodes 0 \
    synth_cells 116 \
    globalplace.congestion 0.839 \
    drt_wl_total_um 2900 \
    die_w_um 99 \
    synth_warnings 1 \
    cts_buffer_depth 2 \
    ys.flops 25 \
    clock.latency.late_pin_ns 0.27 \
    layout.cells.non_filler 216 \
    log.warning_count 25 \
    crit_path_max_incr_delay_ns 0.63 \
    grt_use_total_pct 5.78 \
    seq_power_share_pct 56.3 \
    path_clk_slew_ns 0.09 \
    tightestPinTransition_ns 0.515 \
    synth.most_common_cell "dfrtp_1" \
    common_cells "25 x dfrtp_1, 8 x o21ai_0, 6 x a21oi_1, 6 x a31oi_1, 6 x nor2_1" \
    critPathTopFamily "AND-OR/OR-AND gates" \
    setup_viol 0 \
    fp_util_pct 20.3 \
    drive_gt1_share_pct 9.93 \
    first_global_vias 922 \
    syn_area_per_cell_um2 10.5 \
    port_buffers 23 \
    intPower_uw 615 \
    cts_tree "done" \
    wl_met3_um 159 \
    ys_area_um2 1220 \
    crit_slowest_cell "o41ai_4" \
    crit_chain "ha_1, nand3_2, o41ai_4, buf_4, o21ai_2, a22o_1" \
    endpoint "Pulse_Propagation_Counter[11]" \
    top_area_cell "dfrtp_1" \
    top_layer_used "met4" \
    wl_met1_um 1430 \
    via_count 989 \
    combPwrFrac_pct 14.1 \
    grt_max_degree 26 \
    synth.cell_area_um2 1220 \
    top_cells_by_area "dfrtp_1 51%, o21ai_0 3.3%, a31oi_1 3.1%" \
    wl_per_cell_um 13.4 \
    crit_required_ns 2.67 \
    ff2ff_setup_slack_ns 0.41 \
    wl_met2_um 1290 \
    status "complete, no violations" \
    drt_iter0_drc 119 \
    synth_seq_share_pct 51.4 \
    hold_path_class "reg2reg" \
    viasPerCell 4.58 \
    powerDensity_nw_per_um2 531 \
    fill_cells 624 \
    finalSetupTns_ns 0 \
    r2r-end "Pulse_Propagation_Counter[11]" \
    max_freq_mhz 479 \
    slew_violations 0 \
    clock_sinks 25 \
    die_h_um 99 \
    finalClockPeriodUsage_pct 83.4 \
    clock-root-buffer "clkbuf_8" \
    path_buffers 1 \
    htree_levels 1 \
    fin_crit_ns 2.09 \
    first_pass_iters 4 \
    switchingPower_uw 223 \
    cp-start-kind "flip-flop" \
    crit_type "reg2reg" \
    hold_viol 0 \
    reg2reg_depth 6 \
    critPathLaunch "Pulse_Propagation_Counter[0]" \
    ant_nets 0 \
    grt_antenna_before_repair 0 \
    cts_setup_buffers 0 \
    drv_cap 0 \
    irDropWorstVdd_uv 353 \
    synth_cell_types 39 \
    fin_worst_skew_ns 0.00484 \
    async_reset_ff_share_pct 100 \
    arrival_ns 2.25 \
    rows 28 \
    edf_count 0 \
    cp_max_fo 10 \
    core-area_um2 5990 \
    hold_buffers 0 \
    dp_hpwl_um 2100 \
    die_area_um2 9800 \
    area_growth_pct 29.6 \
    r2r-start "Pulse_Propagation_Counter[0]" \
    grt_overflow 0 \
    io_pins 24 \
    p_leak_nw 0.617 \
    yosys_cells 116 \
    placed_cells 212 \
    drc_errors 0 \
    cts_buffers 3 \
    synth_top_area_share_pct 51.4 \
    cts_resized 0 \
    hp-start "Pulser_Trigger_Request_d" \
    grt_pass1_wl_um 4760 \
    synth-main-ff-cell "dfrtp_1" \
]
[registers in the layout, indices dropped and copies added, names as in the netlist]
name	count
Tissue_Temperature_Measurement_Error_Flag	1
Pulser_Trigger_Request_dd	1
Restorated_Pulse_d	1
Pulser_Trigger_Request_d	1
Pulse_Counter_Enable	1
Restorated_Pulse_dd	1
Pulser_Trigger_Request_der	1
Restorated_Pulse_der	1
Pulse_Measurement_Done	1
Pulse_Propagation_Counter	16
[metrics by stage]
stage	hold slack (ns)	utilization, %	instance area, um^2	total power [mW]	worst slack [ns]
after floorplan	0.204	-	1220	0.521	0.811
after global placement	0.353	25.5	1530	0.599	0.502
after detailed placement	0.358	25.5	1530	0.597	0.460
after CTS	0.380	26.3	1580	0.849	0.432
after global routing	0.386	26.3	1580	0.885	0.305
final	0.376	26.3	1580	0.838	0.414
[final cells by class]
type                    instances  area (um^2)  area share, %
flip-flops and latches         25          626           39.7
repair buffers                 26          253           16.0
inverters                       5         18.8           1.19
clock inverters                 1         7.51          0.476
clock buffers                   3         41.3           2.62
multi-input cells              81          538           34.1
well taps                      75         93.8           5.95
[layout by cell type, fill, tap and decap left out, types with 3 or more instances in the layout]
cell type        count
dfrtp_1             25
clkdlybuf4s50_1     23
o21ai_0              8
nor2_1               6
a21oi_1              6
a31oi_1              6
inv_1                5
nand2_1              5
nand3_1              5
nand4_1              4
nor4_1               3
nor3_1               3
a22o_1               3
clkbuf_8             3
buf_4                3
[routing by layer]
layer  track usage [%]  vias to the layer above
met3              1.76                        4
li1                  -                      493
met2              8.17                       18
met5                 0                        -
met4             0.662                        0
met1              8.66                      474
[worst min-delay path by stage]
stage                 cells past startpoint                         to
after global routing                      0  Pulser_Trigger_Request_dd
final                                     0  Pulser_Trigger_Request_dd
after CTS                                 0  Pulser_Trigger_Request_dd
[power by group through the flow]
stage,registers (mW),logic [mW],clock network (mW)
6_report,0.471,0.118,0.248
5_1_grt,0.477,0.136,0.272
4_1_cts,0.470,0.121,0.258
[cells by family after synthesis]
| kind of cell | share of synthesized area [%] |
|---|---|
| fa+ha+maj | 1.03 |
| xor+xnor | 0.720 |
| flops | 51.4 |
| compound gates | 23.0 |
| simple gates | 19.4 |
| buf+inv | 4.42 |
[worst register-to-register path, delay by kind of cell, from the launching register on]
kind	cells	cell delay (ns)
AND-OR/OR-AND	3	0.87
flip-flops	1	0.44
buffers and inverters	1	0.24
adder cells (fa/ha/maj)	1	0.22
AND/OR/NAND/NOR	1	0.22
No activity file was given, so power comes from the tool's default toggle rates.
